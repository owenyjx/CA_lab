$ cat flow/design.v
`timescale 1ns / 1ps
module Csr_EX(
    input wire clk, bubbleE, flushE,
    input wire [31:0] reg1_ID,
    input wire [31:0] reg2_ID,
    input wire csr_reg_write_en_ID,
    input wire [11:0]csr_addr_ID,
    input wire [2:0] csr_ALU_func_ID,
    output reg [2:0]csr_ALU_func_EX,
    output reg [11:0]csr_addr_EX,
    output reg csr_reg_write_en_EX,
    output reg [31:0] reg1_EX,
    output reg [31:0] reg2_EX
    );
    initial 
    begin
    reg1_EX = 0;
    reg2_EX = 0;
    csr_reg_write_en_EX = 0;
    csr_addr_EX = 0;
    csr_ALU_func_EX = 0;
    end
    always@(posedge clk)
        if (!bubbleE) 
        begin
            if (flushE)
            begin
                reg1_EX <= 0;
                reg2_EX <= 0;
                csr_reg_write_en_EX = 0;
                csr_addr_EX = 0;
                csr_ALU_func_EX = 0;
            end
            else 
            begin
                reg1_EX <= reg1_ID;
                reg2_EX <= reg2_ID;
                csr_reg_write_en_EX = csr_reg_write_en_ID;
                csr_addr_EX = csr_addr_ID;
                csr_ALU_func_EX = csr_ALU_func_ID;
            end
        end
endmodule
$ cat flow/run.sh
#!/bin/bash
# OpenROAD 26Q1-2900-gdf79404cd8, Yosys 0.63+post, stock flow scripts
make -C /OpenROAD-flow-scripts/flow DESIGN_CONFIG=/design/flow/config.mk WORK_HOME=/design/flow/orfs finish
$ cat flow/config.mk
export PLATFORM = sky130hd
export DESIGN_NAME = Csr_EX
export DESIGN_NICKNAME = Csr_EX
export VERILOG_FILES = /design/flow/design.v
export SDC_FILE = /design/flow/constraint.sdc
export NUM_CORES = 4
export LEC_CHECK = 1
export CORE_UTILIZATION = 40
$ cat flow/constraint.sdc
current_design Csr_EX

set clk_period 1.0
set clk_io_pct 0.2

create_clock -name clk0 -period $clk_period [get_ports {clk}]

set non_clock_inputs [all_inputs -no_clocks]
set_input_delay [expr $clk_period * $clk_io_pct] -clock clk0 $non_clock_inputs
set_output_delay [expr $clk_period * $clk_io_pct] -clock clk0 [all_outputs]
==> Changelog: implementation <==
### Physical design

- Ports: 163
- Die area: 0.007713 sq mm
- Crit-path cells: buf_2
- Routing usage on met2: 26.22%
- Max cap viols: 0
- Worst slew pin tran: 183.4 ps
- Top delay family on crit path: flip-flops
- Syn Area/Cell: 17.44 sq um
- Fin util: 66.56%
- Top Layout Cells: buf_2 (81), nor2b_1 (80), edfxtp_1 (80), clkdlybuf4s50_1 (80), clkbuf_8 (9)
- Post-CTS Hold Buffers: 0
- CTS sink cnt: 80
- DP HPWL: 4.400 mm
- Pre-CTS WS: -366.8 ps
- Die width: 87.83 um
- Floorplan core density: 42.43%
- Worst-path clk slew: 70 ps
- CP Launch Type: register
- Fin crit share: 104.1%
- Final RePlAce weighted congestion: 0.8127
- Worst setup path class: reg -> out
- DRC: 0
- # H-tree levels: 3
- CP bufs+invs: 1
- Fmax: 961.0 MHz
- Post-route ant nets: 0
- CP max FO: 1
- Port Buffers: 162
- Most numerous logic cell after layout: buf_2
- Hold Violations, Final: 0
- Max_slew headroom: 87.78%
- Clk Tree Root Cell: clkbuf_8
- TNS Setup: -1088 ps
- Seq/Total Area, Yosys: 81.53%
- Tot GR Track Use: 18.17%
- Fin worst setup slack: -40.58 ps
- Via count: 1923
- Global route hottest layer: met1
- CTS tree: done
- Rows: 30
- Synth Cell Area: 0.002947 sq mm
- OpenROAD warning count: 29
- GRT overflow: 0
- Total wire length after detailed routing: 6.345 mm
- GR Layer Usage met1: 29.00%
- # diodes: 0
- Failing checks: setup timing
- Pwr/cell area: 1572 mW/mm^2
- Largest net degree at the start of global routing: 44
- # Cells Yosys: 169
- Met3 Track Usage GR: 7.443%
- Max Root-Sink Buffers: 2
- Num CTS Buffers: 9
- First-pass GRT wire length: 9.673 mm
- Crit path required time: 800 ps
- Max IR drop VDD: 0.7695 mV
- Antenna violations before repair: 0
- Die Ht: 87.83 um
- YS chip area: 0.002947 sq mm
- Critical Path Max Stage Delay: 370 ps
- Vias per cell: 4.351
- Area Overhead vs Synth: 56.86%
- RSZ-0062 raised after global routing: yes
- Flip-flop and latch count after synthesis: 80
- Post-Syn Instances: 169
- Share of cells above drive strength 1: 29.48%
- Synthesis Warnings: 1
- Status: finished with violations
- Average wire per cell in the routed design: 14.36 um
- Crit path arrival time: 840 ps
- Vias in the first global route: 1915
- First-pass DRT Iterations: 4
- CP endpoint kind: primary output
- Leakage: 1.776 nW
- Worst Hold Class: in -> reg
- FILL cells: 481
- Slew Viols, Final: 0
- Crit-path slowest cell: edfxtp_1
- Distinct lib cells: 4
- Final setup viols: 69
- Starting DRT DRC Count: 62
- Core area: 0.006944 sq mm
- Min Tclk post-route: 1041 ps
-- cell families after synthesis --
group	synth area share (%)
buf+inv	1.486
flops	81.53
simple gates	16.99
-- flip-flops by register name (all words and copies together), names as in the netlist --
signal,count
csr_ALU_func_EX,3
csr_addr_EX,12
reg2_EX,32
csr_reg_write_en_EX,1
reg1_EX,32
-- final timing paths --
path | endpoint | from | cells after the start
min | reg1_EX[1] | flushE | 3
max | reg2_EX[13] | reg2_EX[13] | 1
-- cells in the mapped netlist --
| cell type | count | area, sq um |
|---|---|---|
| buf_2 | 8 | 40.04 |
| nor2b_1 | 80 | 500.5 |
| inv_1 | 1 | 3.750 |
| edfxtp_1 | 80 | 2402 |
-- area by class of cell --
type / count / area [sq um] / share of cell area (%)
multi-input combinational: 80 / 500.5 / 10.83
sequential: 80 / 2402 / 51.98
clock inverter: 5 / 72.57 / 1.570
timing repair buffer: 170 / 1391 / 30.10
inverter: 1 / 7.507 / 0.1624
tap: 96 / 120.1 / 2.599
clock buffer: 10 / 127.6 / 2.761
-- per-layer routing --
metal	vias up	wire length, um
met1	854	2457
met4	0	157
met2	123	2823
li1	932	-
met3	14	907
met5	-	0
-- stage by stage --
step / hold slack [ps] / area, sq um / std cells / total power [mW]
floorplan: 408.7 / 2950 / 169 / 4.251
global placement: 740.5 / 4747 / 424 / 5.137
detailed placement: 749.2 / 4747 / 424 / 5.142
CTS: 387.4 / 4622 / 442 / 7.343
global route: 393.1 / 4622 / 442 / 7.591
finish: 400.4 / 4622 / 442 / 7.263
-- power breakdown --
group,total [mW],switching (mW),internal [mW]
sequential,4.03,0.0557,3.98
combinational,0.816,0.237,0.579
clock,2.41,1.04,1.37
total,7.26,1.33,5.93
-- what timing repair did --
| action | 4_1_cts | 5_1_grt |
|---|---|---|
| cloned | 2 | 0 |
| setup endpoints to repair | 94 | 80 |
| gates resized | 245 | 0 |
| setup buffers | 1 | 0 |
Power is estimated from default activity; no workload was simulated.
